## flow/constraint.sdc

```tcl
current_design Funtions

set clk_period 2.9
set clk_io_pct 0.2

create_clock -name clk0 -period $clk_period

set non_clock_inputs [all_inputs -no_clocks]
set_input_delay [expr $clk_period * $clk_io_pct] -clock clk0 $non_clock_inputs
set_output_delay [expr $clk_period * $clk_io_pct] -clock clk0 [all_outputs]
```

## flow/design.v

```verilog
`timescale 1ns / 1ps
module Funtions(
    input A, B,  
    input [1:0] MC,  
    input Cin,  
    input [3:0] MUX,
    output reg OUT,  
	 output reg Cout  
    );
reg BF;  
always @(A, B, MUX, Cin, MC, BF)begin
    BF = 1'd1;
    case (MUX)
        4'h0:begin
            if(MC == 2'b11)begin
                OUT = A;
                Cout = 1'b0;
            end
            else if(MC == 2'b00)begin
                OUT = A ^ BF ^ Cin;
               Cout = ~A & BF | Cin & ~A | Cin &BF; 
            end
            else if(MC == 2'b10)begin
                OUT = ~A;
                Cout = 1'b0;
            end
            else if(MC == 2'b01)begin
                OUT = A;
                Cout = 1'b0;
            end
            else begin
                OUT = 1'b0;
                Cout = 1'b0;
            end
        end 
        4'h1:begin
            if(MC == 2'b11)begin
                OUT = A & B;
                Cout = 1'b0;
            end
            else if(MC == 2'b00)begin
                OUT = (A&B) ^ BF ^ Cin;
               Cout = ~(A&B) & BF | Cin & ~(A&B) | Cin &BF; 
            end
            else if(MC == 2'b10)begin
                OUT = ~A & ~B;
                Cout = 1'b0;
            end
            else if(MC == 2'b01)begin
                OUT = A | B;
                Cout = 1'b0;
            end
            else begin
                OUT = 1'b0;
                Cout = 1'b0;
            end
        end 
        4'h2:begin
            if(MC == 2'b11)begin
                OUT = ~A & B;
                Cout = 1'b0;
            end
            else if(MC == 2'b00)begin
                OUT = (A&~B) ^ BF ^ Cin;
                Cout = ~(A&~B) & BF | Cin & ~(A&~B) | Cin &BF; 
            end
            else if(MC == 2'b10)begin
                OUT = ~A & B;
                Cout = 1'b0;
            end
            else if(MC == 2'b01)begin
                OUT = A | ~B;
                Cout = 1'b0;
            end
            else begin
                OUT = 1'b0;
                Cout = 1'b0;
            end
        end 
        4'h3:begin
            if(MC == 2'b11)begin
                OUT = ~A & ~B;
                Cout = 1'b0;
            end
            else if(MC == 2'b00)begin
                OUT = A ^ (A|~B) ^ Cin;
                Cout = A & (A|~B) | A & Cin | (A|~B) & Cin;
            end
            else if(MC == 2'b10)begin
                OUT = ~A | ~B;
                Cout = 1'b0;
            end
            else if(MC == 2'b01)begin
                OUT = A ^ (A&~B) ^ Cin;
                Cout = A & (A&~B) | A & Cin | (A&~B) & Cin;
            end
            else begin
                OUT = 1'b0;
                Cout = 1'b0;
            end
        end 
        4'h4:begin
            if(MC == 2'b11)begin
                OUT = ~B;
                Cout = 1'b0;
            end
            else if(MC == 2'b00)begin
                OUT = (A&B) ^ (A|~B) ^ Cin;
                Cout = (A&B) & (A|~B) | (A&B) & Cin | (A|~B) & Cin;
            end
            else if(MC == 2'b10)begin
                OUT = ~A | ~B;
                Cout = 1'b0;
            end
            else if(MC == 2'b01)begin
                OUT = (A|B) ^ (A&~B) ^ Cin;
                Cout = (A|B) & (A&~B) | (A|B) & Cin | (A&~B) & Cin;
            end
            else begin
                OUT = 1'b0;
                Cout = 1'b0;
            end
        end
        4'h5:begin
            if(MC == 2'b11)begin
                OUT = A ~^ B;
                Cout = 1'b0;
            end
            else if(MC == 2'b00)begin
                OUT = A ^ B ^ Cin;
                Cout = ~A & B | ~A & Cin| B & Cin;
            end
            else if(MC == 2'b10)begin
                OUT =A ^ B;
                Cout = 1'b0;
            end
            else if(MC == 2'b01)begin
                OUT = A ^ B ^ Cin;
               Cout = ~A & B | ~A & Cin| B & Cin;
            end
            else begin
                OUT = 1'b0;
                Cout = 1'b0;
            end
        end
        4'h6:begin
            if(MC == 2'b11)begin
                OUT = A | ~B;
                Cout = 1'b0;
            end
            else if(MC == 2'b00)begin
                OUT = A | ~B;
                Cout = 1'b0;
            end
            else if(MC == 2'b10)begin
                OUT =A & ~B;
                Cout = 1'b0;
            end
            else if(MC == 2'b01)begin
                OUT = (A&~B) ^ BF ^ Cin;
                Cout = ~(A&~B) & BF | ~(A&~B) & Cin| BF & Cin;
            end
            else begin
                OUT = 1'b0;
                Cout = 1'b0;
            end
        end
        4'h7:begin
            if(MC == 2'b11)begin
                OUT = ~A & B;
                Cout = 1'b0;
            end
            else if(MC == 2'b00)begin
                OUT = A ^ (A|B) ^ Cin;
               Cout = A & (A|B) | A & Cin | (A|B) & Cin;
            end
            else if(MC == 2'b10)begin
                OUT = ~A | B;
                Cout = 1'b0;
            end
            else if(MC == 2'b01)begin
                OUT = A ^ (A&B) ^ Cin;
                Cout = A & (A&B) | A & Cin | (A&B) & Cin;
            end
            else begin
                OUT = 1'b0;
                Cout = 1'b0;
            end
        end
        4'h8:begin
            if(MC == 2'b11)begin
                OUT = A ^ B;
                Cout = 1'b0;
            end
            else if(MC == 2'b00)begin
                OUT = A ^ B ^ Cin;
                Cout = A & B | A & Cin | B & Cin;
            end
            else if(MC == 2'b10)begin
                OUT = A ~^ B;
                Cout = 1'b0;
            end
            else if(MC == 2'b01)begin
                OUT = A ^ B ^ Cin;
                Cout = A & B | A & Cin | B & Cin;
            end
            else begin
                OUT = 1'b0;
                Cout = 1'b0;
            end
        end
        4'h9:begin
            if(MC == 2'b11)begin
                OUT = B;
                Cout = 1'b0;
            end
            else if(MC == 2'b00)begin
                OUT = (A&~B) ^ (A|B)^ Cin;
               Cout = (A&~B) & (A|B)| (A&~B) & Cin | (A|B) & Cin;
            end
            else if(MC == 2'b10)begin
                OUT = B;
                Cout = 1'b0;
            end
            else if(MC == 2'b01)begin
                OUT = (A|~B) ^ (A&B)^ Cin;
                Cout = (A|~B) & (A&B)| (A|~B) & Cin | (A&B)& Cin;
            end
            else begin
                OUT = 1'b0;
                Cout = 1'b0;
            end
        end
        4'hA:begin
            if(MC == 2'b11)begin
                OUT = A | B;
                Cout = 1'b0;
            end
            else if(MC == 2'b00)begin
                OUT = A | B;
                Cout = 1'b0;
            end
            else if(MC == 2'b10)begin
                OUT = A & B;
                Cout = 1'b0;
            end
            else if(MC == 2'b01)begin
                OUT = (A&B) ^ BF ^ Cin;
                Cout = ~(A&B) & BF | ~(A&B) & Cin | BF & Cin;
            end
            else begin
                OUT = 1'b0;
                Cout = 1'b0;
            end
        end
        4'hB:begin
            if(MC == 2'b11)begin
                OUT = A & ~B;
                Cout = 1'b0;
            end
            else if(MC == 2'b00)begin
                OUT = (A&B) ^ A ^ Cin;
               Cout = (A&B) & A | (A&B) & Cin | A & Cin;
            end
            else if(MC == 2'b10)begin
                OUT = A | ~B;
                Cout = 1'b0;
            end
            else if(MC == 2'b01)begin
                OUT = (A|B) ^ A ^ Cin;
                Cout = (A|B) & A | (A|B) & Cin | A & Cin;
            end
            else begin
                OUT = 1'b0;
                Cout = 1'b0;
            end
        end
        4'hC:begin
            if(MC == 2'b11)begin
                OUT = A & B;
                Cout = 1'b0;
            end
            else if(MC == 2'b00)begin
                OUT = (A&~B) ^ A ^ Cin;
               Cout = (A&~B) & A | (A&~B) & Cin | A & Cin;
            end
            else if(MC == 2'b10)begin
                OUT = A | B;
                Cout = 1'b0;
            end
            else if(MC == 2'b01)begin
                OUT = (A|~B) ^ A ^ Cin;
                Cout = (A|~B) & A | (A|~B) & Cin | A & Cin;
            end
            else begin
                OUT = 1'b0;
                Cout = 1'b0;
            end
        end
        4'hD:begin
            if(MC == 2'b11 || MC == 2'b00 || MC == 2'b10)begin
                OUT = A;
                Cout = 1'b0;
            end
            else if(MC == 2'b10)begin
                OUT = A ^ BF ^ Cin;
                Cout = ~A & BF | ~A & Cin | BF & Cin;
            end 
            else begin
                OUT = 1'b0;
                Cout = 1'b0;
            end
        end
        4'hE:begin
            {OUT,Cout} = {A,B};
        end
        4'hF:begin
            OUT = A ^ B ^ Cin;
            Cout =  A & B | A & Cin | B & Cin;
        end
    endcase
end
endmodule
```

## flow/run.sh

```bash
#!/bin/bash
# OpenROAD 26Q1-2900-gdf79404cd8, Yosys 0.63+post, stock flow scripts
make -C /OpenROAD-flow-scripts/flow DESIGN_CONFIG=/design/flow/config.mk WORK_HOME=/design/flow/orfs finish
```

## flow/config.mk

```make
export PLATFORM = sky130hd
export DESIGN_NAME = Funtions
export DESIGN_NICKNAME = Funtions
export VERILOG_FILES = /design/flow/design.v
export SDC_FILE = /design/flow/constraint.sdc
export NUM_CORES = 4
export LEC_CHECK = 1
export CORE_AREA = 10 10 86 86
export DIE_AREA = 0 0 96 96
```

==> Slide: Implementation Results <==
Flow Results at a Glance

Status
  • Status: finished, violations left
  • Failing checks: setup timing

GRT
  • Largest net degree at the start of global routing: 16
  • Vias in the first global route: between 1000 and 1500
  • GRT overflow: 0
  • Total GRT Usage: 0.0915
  • Antenna violations before repair: 0
  • First-pass GRT wire length: 6.88 mm

STA
  • Unrepaired setup endpoints after global routing: true
  • Worst-Margin Slew: 0.351 ns
  • Final setup vio count: 2
  • Sum Neg Setup Slack: -0.121 ns
  • Final WS setup: -0.0897 ns
  • Final Hold Fails: 0
  • Hold WS: around 1.9 ns
  • Slew headroom: 0.760
  • Period utilisation layout: 1.03
  • Slew Viols, Final: 0
  • Fmax: approximately 0.33 GHz
  • Tmin final: 2.99 ns

Yosys
  • Netlist cell types: between 50 and 60
  • Yosys warns: 1
  • Avg Inst Size Synth: approximately 7.3 um^2
  • YS chip area: 0.00114 mm^2
  • Cells in synth_stat.txt: roughly 160
  • Seq/Total Area, Yosys: 0
  • Mapped Area: approximately 0.0011 mm^2
  • Post-synthesis instance total: about 160

Layout
  • Finished Layout Cells: 296
  • Flop count: 0
  • Ratio of cells with drive above 1 in the final layout: 0.397
  • Post-Route Utilization: 0.346
  • # clk buffers: 0
  • FF+latch area: 0 um^2
  • Area delta synth->final: 68.5%

Floorplan
  • Num ports: 11
  • Die Y: about 96 um
  • Fp util: 0.206
  • Total core area: 0.00554 mm^2
  • # rows: 27
  • Die area: between 0.009 and 0.01 mm^2
  • Die width: 96 um

Drt
  • Post-route ant nets: 0
  • First-pass DRT Iterations: 4
  • Diodes inserted: 0
  • Vias: 1474
  • Detailed Route WL: 4.18 mm
  • Vias per inst: 4.98
  • Average wire per standard cell: ~14 um
  • DRT iter0 DRCs: approximately 140
  • DRC Markers: 0

Power
  • Peak VDD IR: 73.4 uV
  • Leakage: 0.843 nW
  • P per Cell Area: 145 mW/mm^2

Worst setup path
  • CP Class: input port to output pin
  • Crit path largest cell delay: about 0.52 ns
  • Startpoint Class: input port
  • CP cell instances: buf_8 -> buf_6 -> fa_1 -> o311a_1 -> a32o_1 -> nor4_2 -> a41oi_1 -> buf_2
  • CP arrival: about 2.4 ns
  • CP max FO: 4
  • Critical path required time: between 2 and 2.5 ns
  • Critical path's slowest cell: fa_1
  • Crit path capture type: output pin

Clocking
  • Hold bufs inserted after CTS: 0

Min path
  • Worst min path class: input port to output pin

Run
  • MaxCap Viol Count: 0
  • Number of logged tool warnings: around 47

Place
  • Dpl ws: -0.929 ns
  • Routability congestion estimate: between 1 and 1.5
  • Inst Count DP: approximately 290
  • I/O Buffers: 11
  • HPWL after detailed placement: ~3.4 mm
## worst max-delay path, delay by kind of cell
family,cells,cell delay (ns)
AND-OR/OR-AND,3,0.70
AND/OR/NAND/NOR,1,0.24
buffers and inverters,3,0.36
adder cells (fa/ha/maj),1,0.52
## final timing paths
kind              from   to  slack, ns  cells past startpoint
setup / recovery     A  OUT      -0.09                      8
hold / removal       A  OUT       1.91                      7
## where the power goes
group          leakage [nW]  internal, W  switching, W
registers                 0            0             0
logic                 0.843     0.000146      0.000132
clock network             0            0             0
total                 0.843     0.000146      0.000132
## kinds of logic (layout without fill, tap and decap cells)
kind of cell | Yosys count | count (layout) | synth area share
compound gates | 56 | 56 | 0.373
xor+xnor | 11 | 11 | 0.0967
mux | 3 | 3 | 0.0264
simple gates | 51 | 51 | 0.237
fa+ha+maj | 17 | 17 | 0.200
buf+inv | 19 | 86 | 0.0670
## cell usage after synthesis (2+ instances only)
master     instances  share of area
ha_1              15           0.16
nand2_1           11          0.036
a211oi_1           8          0.053
o21ai_0            8          0.035
inv_1              7          0.023
nand2b_1           7          0.038
nor2_1             7          0.023
nor2b_1            6          0.033
a21oi_1            5          0.022
clkbuf_1           5          0.016
nand3_1            5          0.022
nor3_1             5          0.022
xnor2_1            5          0.038
xor2_1             5          0.038
buf_2              4          0.018
mux2i_1            3          0.026
o311ai_0           3          0.023
a2111oi_0          2          0.015
a2bb2oi_1          2          0.015
a31oi_1            2          0.011
and2_1             2          0.011
buf_1              2         0.0066
fa_1               2          0.035
o211ai_1           2          0.013
o221ai_1           2          0.015
o22ai_1            2          0.011
## what timing repair did
| action | 4_1_cts | 5_1_grt |
|---|---|---|
| resized | 46 | 7 |
| endpoints found under the hold margin | 0 | 0 |
| setup buffers | 2 | 0 |
| pin swaps | 9 | 2 |
| endpoints found under the setup margin | 2 | 2 |
## cell type report
class              count  area [um^2]
fillers              570         3620
inverters              8         30.0
multi-input cells    138         1160
well taps             72         90.1
repair buffers        78          639
## placed cells by master, fill, tap and decap left out, types with 4 or more instances in the layout
master and instances:
nor3_1 5, xnor2_1 4, xor2_1 4, a211oi_1 5, buf_4 59, nand2_1 11, nand3_1 5, inv_1 6
buf_6 9, o21ai_0 6, nor2b_1 4, a21oi_1 5, nand2b_1 7, ha_1 13, dlygate4sd2_1 5, nor2_1 7
## per-layer routing
metal  global-route usage  wire (um)  up-vias
li1                     -          -      728
met3              0.00393        186        4
met2                0.145       1860       53
met4              0.00860         40        0
met5                    0          0        -
met1                0.139       2100      689
## through the flow
step / total power [W] / cell area [um^2]
CTS: 0.000271 / 1890
finish: 0.000277 / 1920
global route: 0.000300 / 1920
floorplan: 0.000123 / 1140
global placement: 0.000258 / 1780
detailed placement: 0.000256 / 1780
Power and IR drop assume default switching activity.
