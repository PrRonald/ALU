## flow/run.sh

```bash
#!/bin/bash
# OpenROAD 26Q1-2900-gdf79404cd8, Yosys 0.63+post, stock flow scripts
make -C /OpenROAD-flow-scripts/flow DESIGN_CONFIG=/design/flow/config.mk WORK_HOME=/design/flow/orfs finish
```

## flow/config.mk

```make
export PLATFORM = sky130hd
export DESIGN_NAME = bin_display
export DESIGN_NICKNAME = bin_display
export VERILOG_FILES = /design/flow/design.v
export SDC_FILE = /design/flow/constraint.sdc
export NUM_CORES = 4
export LEC_CHECK = 1
export CORE_UTILIZATION = 30
```

## flow/constraint.sdc

```tcl
current_design bin_display

set clk_period 3.7
set clk_io_pct 0.2

create_clock -name clk0 -period $clk_period [get_ports {clk_in}]

set non_clock_inputs [all_inputs -no_clocks]
set_input_delay [expr $clk_period * $clk_io_pct] -clock clk0 $non_clock_inputs
set_output_delay [expr $clk_period * $clk_io_pct] -clock clk0 [all_outputs]
```

## flow/design.v

```verilog
`timescale 1ns / 1ps
module bin_display(
    input [11:0] Bin,
    input clk_in, 
    output reg [2:0] out_act,
    output [6:0] sevensegment);  
clk inclk (.clock_in(clk_in), .clock_out(clk));
reg [11:0] BCD;
reg [3:0] i;
always@ (Bin) 
    begin
        BCD = 12'b0;
        for (i = 0; i < 12; i = i + 1'b1)
            begin
                BCD = {BCD[10:0], Bin[11-i]};
                if(i<11 && BCD[3:0] > 4)
                    BCD[3:0] = BCD[3:0] + 2'b11;
                if(i<11 && BCD[7:4] > 4)
                    BCD[7:4] = BCD[7:4] + 2'b11;
                if(i<11 && BCD[11:8] > 4)
                    BCD[11:8] = BCD[11:8] + 2'b11;
            end
    end
reg [1:0] start;  
reg [3:0] in;  
always @(posedge clk)
begin
    start <= 2'b00;
        case (start)
            2'b00: begin
               in[3:0] = BCD[3:0];
               out_act = 3'b011; 
               start <= start + 2'b01; 
            end
            2'b01: begin
                in[3:0] = BCD[7:4];
                out_act = 3'b101;
                start <= start + 2'b01;
            end 
            2'b10: begin
                in[3:0] = BCD[11:8];
                out_act = 3'b110;
                start <= start + 2'b01;
            end
            2'b11: start <= 2'b00;
        endcase
end
wire [6:0] out;
wire A, B, C, D;
assign D = in[0];
assign C = in[1];
assign B = in[2];
assign A = in[3];
assign out[6] = (~A & ~B & ~C)|(B & C & D);
assign out[5] = (~A & ~B & D)|(~B & C) | (C & D);
assign out[4] = (D) | (B & ~C);
assign out[3] = (~A & ~B & ~C & D)|(B & ~C & ~D) | (B & C & D);
assign out[2] = (~B & C & ~D);
assign out[1] = (B & C & ~D)|(B & ~C & D);
assign out[0] = (~A & ~B & ~C & D)|(B & ~C & ~D);
assign sevensegment = out;
endmodule
`timescale 1ns / 1ps
module clk(clock_in, clock_out);
input clock_in;  
output reg clock_out;  
parameter DIVISOR = 28'd20000;
reg[27:0] counter=28'd0;
always @(posedge clock_in)
    begin
    counter <= counter + 28'd1;
        if(counter>=(DIVISOR-1))
            counter <= 28'd0;
            clock_out <= (counter<DIVISOR/2)?1'b1:1'b0;
        end
endmodule 
```

==> impl_metrics.tcl <==
# metrics dict for downstream scripts
set metrics [dict create \
    outcome "finished, final reports clean" \
    cts.path.max_buffers 2 \
    antenna_found_initial 0 \
    r2r_setup_slack_ps 2050 \
    route.met2.wl_mm 4.77 \
    p_total_w 0.00205 \
    post_cts_buffers 0 \
    largest_area_cell "dfxtp_1" \
    logic_area_sq_um 3390 \
    crit_chain "ha_1 -> nand2_1 -> nand2_1 -> a211o_1 -> a21o_1 -> nor2_1" \
    design.portCount 23 \
    syn2layout_area_growth_pct 10.4 \
    die_area_sq_um 15400 \
    max-vdd-ir-drop_mv 0.298 \
    final_area_sq_um 4940 \
    setup_viol 0 \
    grt_overflow_total 0 \
    portBuffers 22 \
    vias 4308 \
    wl_met1_mm 4.94 \
    slowest_stage "a21o_1" \
    r2r-start "inclk.counter[0]" \
    place_congestion 0.920 \
    root_buffer "clkbuf_16" \
    crit_fanout 15 \
    cts_resized 0 \
    crit_path_frequent_cell "nand2_1" \
    untimed_endpoints 26 \
    r2r_end "inclk.counter[9]" \
    die_h_microns 124 \
    fin_setup_tns_ps 0 \
    die_x_microns 124 \
    yosys_cells 578 \
    avgRoutedWirePerCell_microns 13.5 \
    unclocked_regs 9 \
    fp_util_pct 30.8 \
    register_area_sq_um 831 \
    grt_pass1_vias 3804 \
    dr_wl_met3_microns 449 \
    hp-start "inclk.counter[14]" \
    worstSkewPairLatency_ps 270 \
    worst_pin_slew_ps 902 \
    grt_setup_unrepaired "false" \
    cp-end-kind "register" \
    vias_per_cell 5.63 \
    grt_max_degree 36 \
    ys_warn_count 3 \
    synthFlopType "dfxtp_1" \
    critPathKind "reg -> reg" \
    p_leak_nw 1.84 \
    hold_path.class "reg -> reg" \
    antenna_left 0 \
    r2r_cells 6 \
    grt_pass1_wl_mm 18.0 \
    p_per_area_nw_per_um2 416 \
    coreArea_sq_um 14500 \
    hold_buffers 0 \
    routed_wl_mm 10.4 \
    warnings 37 \
    fillers 1485 \
    min_period_ps 1650 \
    clk_pin_slew_ps 50 \
    cts_buffers 5 \
    ys_async_sr_fraction_pct 0 \
    synthCells 578 \
    cts_tree "built" \
    synth.yosys.seq_area_share_pct 18.6 \
    highest_layer "met4" \
    relSlewSlack_pct 39.6 \
    period_used_pct 44.6 \
    syn_area_sq_um 4470 \
    placed_cell_area_sq_um 4780 \
    route.detailed.drc 0 \
    gr-usage-all-layers_pct 14.2 \
    first_pass_iters 5 \
    yosys_area_sq_um 4470 \
    worstPathArrival_ps 1850 \
    fin_skew_ps 2.75 \
    worstPathRequired_ps 3900 \
    startpoint_type "register" \
    max_cap_viol_count 0 \
    synth_cell_type_count 100 \
    rows 44 \
    slew_violations 0 \
    antenna_cells 0 \
    whs_endpoint "inclk.clock_out" \
    critical-path-top-delay-family "AND-OR/OR-AND gates" \
    post-synth-top-area-fraction_pct 13.9 \
    ys.flops 38 \
    cp_num_buf_inv 0 \
    area_leaders "dfxtp_1, ha_1, nor2_1" \
    hpwl_mm 7.52 \
    hold_viol_final 0 \
    h-tree-depth 2 \
    edf_count 7 \
    critPathMaxStageDelay_ps 350 \
    drive_gt1_share_pct 9.81 \
    max_freq_mhz 606 \
    whs_path_depth 1 \
    drtIter0Drc 299 \
    avgSynthCellArea_sq_um 7.74 \
]
==> cell usage after synthesis, drive strengths merged, types with 7 or more instances <==
cell type and n:
nor2 67, nand2 45, a21oi 31, dfxtp 31, o21ai 30, inv 25
clkbuf 23, nand3 23, ha 20, nor3 19, buf 17, mux2i 15
xnor2 15, a211oi 13, nor4 13, and3 10, o211ai 10, xor2 10
a21o 9, and2 9, mux2 9, nand4 9, a31oi 8, edfxtp 7
==> cells in the final DEF, fill, tap and decap left out, types with 8 or more instances in the layout <==
| cell | n |
|---|---|
| a211oi_1 | 11 |
| a21o_1 | 9 |
| a21oi_1 | 30 |
| a31oi_1 | 8 |
| and2_1 | 8 |
| and3_1 | 9 |
| clkdlybuf4s50_1 | 22 |
| conb_1 | 13 |
| dfxtp_1 | 31 |
| ha_1 | 20 |
| inv_1 | 25 |
| mux2i_1 | 14 |
| nand2_1 | 45 |
| nand3_1 | 22 |
| nand4_1 | 9 |
| nor2_1 | 66 |
| nor3_1 | 18 |
| nor4_1 | 13 |
| o211ai_1 | 9 |
| o21ai_0 | 23 |
| xnor2_1 | 13 |
| xor2_1 | 9 |
==> state kept, by name, indices dropped and copies added (netlist names) <==
| signal | cells |
|---|---|
| inclk.counter | 28 |
| in | 4 |
| out_act | 3 |
| start | 2 |
| inclk.clock_out | 1 |
==> layout make-up <==
class / instances / area share (%)
timing repair buffer: 24 / 4.76
sequential: 38 / 16.8
inverter: 26 / 1.98
clock buffer: 5 / 2.53
tap: 184 / 4.66
multi-input combinational: 486 / 68.5
clock inverter: 2 / 0.709
==> logic make-up after synthesis <==
| kind of cell | count (synthesis) | synth area share [%] |
|---|---|---|
| AND/OR/NAND/NOR | 222 | 25.3 |
| flip-flops | 38 | 18.6 |
| multiplexers | 24 | 6.07 |
| AND-OR/OR-AND | 182 | 31.8 |
| buffers and inverters | 66 | 6.74 |
| XOR/XNOR | 25 | 5.90 |
| other | 1 | 0.0838 |
| adder cells (fa/ha/maj) | 20 | 5.59 |
==> layer usage <==
layer,track usage [%],vias up
met5,0,-
met4,2.68,0
met3,1.17,19
met2,22.4,122
met1,21.4,1996
li1,-,2171
==> metrics by stage <==
| stage | worst slack (ps) | utilization [%] | cells | hold slack (ps) |
|---|---|---|---|---|
| final | 2050 | 34.0 | 765 | 452 |
| after global routing | 1920 | 34.0 | 765 | 486 |
| after CTS | 2060 | 34.0 | 765 | 457 |
| after detailed placement | 2090 | 32.9 | 758 | 441 |
| after global placement | 2110 | 32.9 | 758 | 443 |
| after floorplan | 2120 | - | 590 | 417 |
==> power by group <==
group | internal, W | switching [W]
Combinational | 0.000534 | 0.000745
Clock | 0.000310 | 0.000121
Sequential | 0.000343 | 0.00000184
==> worst max path at each step <==
| stage | cells past startpoint | end | from |
|---|---|---|---|
| after CTS | 6 | inclk.counter[10] | inclk.counter[0] |
| after global routing | 6 | inclk.counter[8] | inclk.counter[0] |
| final | 6 | inclk.counter[9] | inclk.counter[0] |
==> worst reg2reg max path, delay by kind of cell (launching register included) <==
kind,cells,cell delay (ps)
AND-OR/OR-AND,2,640
flip-flops,1,330
AND/OR/NAND/NOR,3,350
adder cells (fa/ha/maj),1,270
Power and IR drop assume default switching activity.
