[flow/run.sh]
#!/bin/bash
# OpenROAD 26Q1-2900-gdf79404cd8, Yosys 0.63+post, stock flow scripts
make -C /OpenROAD-flow-scripts/flow DESIGN_CONFIG=/design/flow/config.mk WORK_HOME=/design/flow/orfs finish
[flow/config.mk]
export PLATFORM = sky130hd
export DESIGN_NAME = Mul
export DESIGN_NICKNAME = Mul
export VERILOG_FILES = /design/flow/design.v
export SDC_FILE = /design/flow/constraint.sdc
export NUM_CORES = 4
export LEC_CHECK = 1
export CORE_AREA = 10 10 94 94
export DIE_AREA = 0 0 104 104
[flow/constraint.sdc]
current_design Mul

set clk_period 10.9
set clk_io_pct 0.2

create_clock -name clk0 -period $clk_period

set non_clock_inputs [all_inputs -no_clocks]
set_input_delay [expr $clk_period * $clk_io_pct] -clock clk0 $non_clock_inputs
set_output_delay [expr $clk_period * $clk_io_pct] -clock clk0 [all_outputs]
[flow/design.v]
`timescale 1ns / 1ps
module adder12bits(A, B, S, Cin, Cout);
input [11:0] A; 
input [11:0] B;
input Cin;
output Cout;
output [11:0] S;
wire [10:0] C;
assign S[0] = A[0] ^ B[0] ^ Cin ;
assign C[0] = A[0] & B[0] | A[0] & Cin | B[0] & Cin;
assign S[1] = A[1] ^ B[1] ^ C[0];
assign C[1] = A[1] & B[1] | A[1] & C[0] | B[1] & C[0];
assign S[2] = A[2] ^ B[2] ^ C[1] ;
assign C[2] = A[2] & B[2] | A[2] & C[1] | B[2] & C[1];
assign S[3] = A[3] ^ B[3] ^ C[2] ;
assign C[3] = A[3] & B[3]| A[3] & C[2] | B[3] & C[2];
assign S[4] = A[4] ^ B[4] ^ C[3] ;
assign C[4] = A[4] & B[4]| A[4] & C[3] | B[4] & C[3];
assign S[5] = A[5] ^ B[5] ^ C[4];
assign C[5] = A[5] & B[5]| A[5] & C[4] | B[5] & C[4];
assign S[6] = A[6] ^ B[6] ^ C[5];
assign C[6] = A[6] & B[6]| A[6] & C[5] | B[6] & C[5];
assign S[7] = A[7] ^ B[7] ^ C[6];
assign C[7] = A[7] & B[7]| A[7] & C[6] | B[7] & C[6];
assign S[8] = A[8] ^ B[8] ^ C[7] ;
assign C[8] = A[8] & B[8]| A[8] & C[7] | B[8] & C[7];
assign S[9] = A[9] ^ B[9] ^ C[8] ;
assign C[9] = A[9] & B[9]| A[9] & C[8] | B[9] & C[8];
assign S[10] = A[10] ^ B[10] ^  C[9] ;
assign C[10] = A[10] & B[10] | A[10] & C[9] | B[10] & C[9];
assign S[11] = A[11] ^ B[11] ^ C[10] ;
assign Cout = A[11] & B[11]| A[11] & C[10] | B[11] & C[10];
endmodule
`timescale 1ns / 1ps
module Mul(
    input [5:0] A, B,
    output Cout,
    output [11:0] Mt
);
reg [11:0] P0, P1, P2, P3, P4, P5;
always @(A, B) begin
    if(B[0] == 0)
        P0 = 0;
    else P0 = A;
    if(B[1] == 0)
        P1 = 0;
    else
        P1 = A << 1;
    if(B[2] == 0)
        P2 = 0;
    else 
        P2 = A << 2;
    if(B[3] == 0)
        P3 = 0;
    else
        P3 = A << 3;
    if(B[4] == 0)
        P4 = 0;
    else
        P4 = A << 4;
    if(B[5] == 0)
        P5 = 0;
    else
        P5 = A << 5;
end
wire [11:0] S0, S1, S2, S3;
wire Cin0, Cin1, Cin2, Cin3;
parameter C = 1'b0;
adder12bits adder0 (.A(P0), .B(P1), .Cin(C), .Cout(Cin0),  .S(S0));
adder12bits adder1 (.A(S0), .B(P2), .Cin(Cin0), .Cout(Cin1), .S(S1));
adder12bits adder2 (.A(S1), .B(P3), .Cin(Cin1), .Cout(Cin2), .S(S2));
adder12bits adder3 (.A(S2), .B(P4), .Cin(Cin2), .Cout(Cin3), .S(S3));
adder12bits adder4 (.A(S3), .B(P5), .Cin(Cin3), .Cout(Cout), .S(Mt));
endmodule
==> flow_metrics.tcl <==
# flow metrics
set metrics [dict create \
    hold_buffers 0 \
    synth.largest_area_cell "fa_1" \
    tool_warnings 32 \
    ys_cells 87 \
    ys_sh_aoi_pct 0 \
    p_comb_share_pct 100.0 \
    die_x_um 104 \
    yosys-top-cells-area "fa_1 (57%), and2_1 (20%), ha_1 (8.9%)" \
    finalHoldViolations 0 \
    synthDistinctLibCells 7 \
    p_switching_w 0.00005197 \
    seq_area_frac_synth_pct 0 \
    drc_errors 0 \
    nClkBuffers 0 \
    avgViaCountPerCell 2.877 \
    cts_setup_buffers 0 \
    outcome "finished, final reports clean" \
    synth-xor-area-share_pct 0 \
    avgSynthCellArea_sq_um 9.664 \
    p_per_area_nw_per_um2 106.6 \
    min_period_over_period_pct 97.91 \
    hold_depth 3 \
    ant_nets 0 \
    drive_above_1_share_pct 33.91 \
    final_area_sq_um 1284 \
    first_iter_violations 4 \
    tns_ns 0 \
    logic_area_sq_um 829.5 \
    synthMuxAreaShare_pct 0 \
    arrival_ns 8.49 \
    fin_crit_ns 10.67 \
    logic_family "adder cells" \
    dp_hpwl_um 1716 \
    internal_power_w 0.00008488 \
    antenna_found_initial 0 \
    grt_overflow_total 0 \
    routedWlPerCell_um 8.422 \
    yosysChipArea_sq_um 840.8 \
    yosysMostFrequentCell "and2_1" \
    grt_pass1_wl_um 3249 \
    nFillCells 779 \
    yosys_warnings 1 \
    maxCapViolCount 0 \
    startpoint "B[0]" \
    crit_path_end_kind "output port" \
    io_buffers 24 \
    drv_slew 0 \
    seq_area_sq_um 0 \
    synth_cells 87 \
    power_leakage_nw 0.5519 \
    worstPathRequired_ns 8.72 \
    hold_end "Mt[0]" \
    peakVddDrop_v 0.00002111 \
    fp_util_pct 12.31 \
    criticalPathCategory "in2out" \
    worstSetupStartpointType "input port" \
    routed_wl_um 1777 \
    top_cell_area_share_pct 57.14 \
    antenna_cells_inserted 0 \
    track_usage_pct 3.513 \
    num_rows 30 \
    area_delta_synth_final_pct 52.68 \
    routabilityCongestion 0.7296 \
    fmax_ghz 0.09370 \
    netlist_area_sq_um 840.8 \
    hp-start "B[0]" \
    grt_max_degree 7 \
    placed_cell_area_sq_um 1231 \
    pwr-share-seq_pct 0 \
    dr.pass1.iters 2 \
    swShare_pct 37.98 \
    num_io_pins 25 \
    dieArea_sq_um 10820 \
    die_h_um 104 \
    finish.utilization_pct 18.79 \
    crit_fanout 6 \
    core_area_sq_um 6832 \
    hp-class "in2out" \
    ys_sh_simple_pct 24.11 \
    num_vias 607 \
    setup_violations 0 \
    synthTopCellsByCount "and2_1 (27), fa_1 (24), inv_1 (19)" \
    power_frac_clock_pct 0 \
    synth-adder-area-share_pct 66.07 \
    flops 0 \
    grt_pass1_vias 712 \
]
-- worst max-delay path, stage by stage --
cell	delay (ns)
buf_4	0.13
and2_4	0.16
ha_4	0.15
fa_2	0.37
inv_2	0.06
fa_2	0.19
inv_2	0.04
fa_2	0.53
inv_2	0.04
fa_2	0.52
inv_2	0.04
fa_2	0.35
fa_2	0.36
fa_2	0.43
fa_2	0.41
fa_2	0.40
fa_2	0.57
inv_2	0.04
fa_2	0.37
fa_2	0.34
fa_2	0.52
inv_1	0.03
dlygate4sd2_1	0.23
-- routing by layer --
metal | wire, um | track usage [%] | up-vias
li1 | - | - | 301
met1 | 777 | 4.199 | 293
met2 | 917 | 6.757 | 13
met3 | 82 | 0.5639 | 0
met4 | 0 | 0 | 0
met5 | 0 | 0 | -
-- kinds of logic (layout without fill, tap and decap cells) --
| family | Yosys count | in the layout |
|---|---|---|
| adder cells (fa/ha/maj) | 30 | 30 |
| buffers and inverters | 20 | 48 |
| other | 1 | 1 |
| AND/OR/NAND/NOR | 36 | 36 |
-- final cells by class --
class                           count  share of cell area, %
Multi-Input combinational cell     67                  64.62
Tap cell                           96                  9.357
Timing Repair Buffer               29                  20.47
Inverter                           19                  5.556
-- per-stage QoR --
stage                     hold slack [ns]  setup slack [ns]  instances  total power (W)
after global placement              5.460           -0.5471        211        0.0001366
after floorplan                     4.432            0.5995         87       0.00005795
after CTS                           5.076          0.002707        211        0.0001425
after detailed placement            5.487           -0.6002        211        0.0001361
final                               5.050            0.2279        211        0.0001369
after global routing                5.090          -0.01448        211        0.0001667
-- power groups by stage --
stage	combinational (W)	sequential (W)	clock [W]
4_1_cts	0.000142	0	0
5_1_grt	0.000167	0	0
6_report	0.000137	0	0
-- cell usage in the layout, fill, tap and decap left out --
master / instances
inv_2: 7
inv_1: 12
dlymetal6s2s_1: 1
ha_1: 5
and2_4: 3
conb_1: 1
nand2_1: 9
buf_4: 7
clkdlybuf4s50_1: 17
clkbuf_2: 2
fa_2: 19
fa_1: 5
and2_1: 24
ha_4: 1
dlygate4sd2_1: 2
-- how the worst max path moves through the flow --
stage / endpoint / slack [ns]
final: Mt[10] / 0.23
after global routing: Mt[10] / -0.01
after CTS: Mt[11] / 0.003
-- repair_timing --
action / CTS / global route
gates resized: 29 / 21
pin swaps: 13 / 21
setup endpoints to repair: 3 / 2
Power figures rest on the tool's default switching activity, not on a simulated workload.
